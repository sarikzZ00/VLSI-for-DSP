--- flow/config.mk ---
export PLATFORM = sky130hd
export DESIGN_NAME = glue_logic_input
export DESIGN_NICKNAME = glue_logic_input
export VERILOG_FILES = /design/flow/design.v
export SDC_FILE = /design/flow/constraint.sdc
export NUM_CORES = 4
export LEC_CHECK = 1
export CORE_AREA = 10 10 97 97
export DIE_AREA = 0 0 107 107
--- flow/constraint.sdc ---
current_design glue_logic_input

set clk_period 4.8
set clk_io_pct 0.2

create_clock -name clk0 -period $clk_period

set non_clock_inputs [all_inputs -no_clocks]
set_input_delay [expr $clk_period * $clk_io_pct] -clock clk0 $non_clock_inputs
set_output_delay [expr $clk_period * $clk_io_pct] -clock clk0 [all_outputs]
--- flow/design.v ---
module glue_logic_input  ( 
    input logic signed [15:0] x_re,  
    input logic signed [15:0] x_im,
    input logic signed [17:0] z_in, 
    output logic signed [15:0] x_out_cordic, 
    output logic signed [15:0] y_out_cordic, 
    output logic signed [17:0] z_out_cordic, 
    output logic [2:0] quadrant_out
);
always_comb begin
    z_out_cordic = z_in;
    case ({x_re[15], x_im[15]})  
        2'b00: begin  
            x_out_cordic = x_re;
            y_out_cordic = x_im;
            quadrant_out = 3'd1;
        end
        2'b01: begin  
            x_out_cordic = -x_im;
            y_out_cordic = x_re;
            quadrant_out = 3'd4;
        end
        2'b10: begin  
            x_out_cordic = x_im;
            y_out_cordic = -x_re;
            quadrant_out = 3'd2;
        end
        2'b11: begin  
            x_out_cordic = -x_re;
            y_out_cordic = -x_im;
            quadrant_out = 3'd3;
        end
    endcase
end
endmodule
--- flow/run.sh ---
#!/bin/bash
# OpenROAD 26Q1-2900-gdf79404cd8, Yosys 0.63+post, stock flow scripts
make -C /OpenROAD-flow-scripts/flow DESIGN_CONFIG=/design/flow/config.mk WORK_HOME=/design/flow/orfs finish
==> impl_metrics.py <==
# Synthesis and PnR figures
metrics = {
    "status": {
        "status": "finished clean",
    },
    "drt": {
        "drc_errors": 0,
        "antenna_cells": 0,
        "ant_nets": 0,
        "post_drt_wl_per_cell_um": 15.68,
        "drt-total-wl_um": 7136,
        "vias": 2409,
        "dr.pass1.iters": 4,
        "via_per_inst": 5.295,
        "initialDrtViolationCount": 178,
    },
    "floorplanning": {
        "die-area_um2": 11450,
        "ios": 103,
        "num_rows": 31,
        "die_w_um": 107,
        "initCoreUtil_pct": 27.85,
        "fp.coreArea_um2": 7292,
        "die_h_um": 107,
    },
    "global_route": {
        "grt_pass1_wl_um": 11540,
        "grtUsageMet2_pct": 18.44,
        "grt_max_degree": 39,
        "grt-ovfl-total": 0,
        "grt_usage_pct": 11.80,
        "grt_use_met1_pct": 16.93,
        "busiest_layer": "met2",
        "antenna_found_initial": 0,
        "grt_pass1_vias": 2269,
        "met3_usage_pct": 2.304,
    },
    "sta": {
        "fin_crit_ns": 4.561,
        "whs_ns": 1.920,
        "fmax_mhz": 219.3,
        "worst_slack_ns": 0.2395,
        "rsz0062_at_grt": "false",
        "setup-violations-final": 0,
        "slew_violations": 0,
        "final.period_utilization_pct": 95.01,
        "relSlewSlack_pct": 59.40,
        "setup_tns_ns": 0,
        "tightest_slew_ns": 0.6083,
        "hold_viol": 0,
    },
    "synthesis": {
        "ys_types": 59,
        "synth.yosys.seq_area_share_pct": 0,
        "synthTopCellsByCount": "nor2_1, nand2_1, a21oi_1, clkbuf_1, inv_1",
        "yosys_area_um2": 2031,
        "syn_area_um2": 2031,
        "synth_top_cell_by_area": "buf_4",
        "syn-instance-count": 317,
        "yosysMostFrequentCell": "nor2_1",
        "top_area_share_pct": 6.654,
        "yosysWarnings": 1,
        "area_leaders": "buf_4, a21oi_1, nor2_1, nand2_1, mux2i_1",
        "synth_area_per_cell_um2": 6.406,
        "synth_stat.cells": 317,
    },
    "place": {
        "pre_cts_slack_ns": 0.1644,
        "dp_hpwl_um": 5449,
        "gp_congestion": 0.8428,
        "portBuffers": 67,
    },
    "min_path": {
        "hold_start": "z_in[0]",
        "hold_path_end": "z_out_cordic[0]",
        "hold_path.class": "input pin to primary output",
        "hold_depth": 0,
    },
    "flow_run": {
        "cap_violations": 0,
        "warnings": 35,
    },
    "setup_path": {
        "end_kind": "primary output",
        "required_ns": 3.84,
        "cp-start-kind": "input pin",
        "setup.worst_path.class": "input pin to primary output",
        "critPathMaxFanout": 4,
        "arrival_ns": 3.60,
    },
    "finish": {
        "fillers": 784,
        "area_growth_pct": 34.01,
        "drive_gt1_share_pct": 10.96,
        "clkbuf_count": 0,
        "ff_latch_area_um2": 0,
        "nFlopsAndLatches": 0,
    },
    "clock_network": {
        "hold_buffers": 0,
        "cts_setup_buffers": 0,
    },
    "pwr": {
        "power_leakage_nw": 1.059,
        "ir_drop_v": 0.00004800,
        "powerDensity_nw_per_um2": 88.74,
        "power_uw": 241.5,
    },
}
layout make-up:
class,instances,area (µm²),share of cell area (%)
inverter,20,75.07,2.759
timing repair buffer,87,820.8,30.16
multi-input combinational,249,1702,62.53
tap,99,123.9,4.552
how the worst max path moves through the flow:
stage	start	to	slack, ns	cells past startpoint
after CTS	x_re[1]	x_out_cordic[10]	0.16	9
after global routing	x_im[15]	y_out_cordic[9]	0.05	10
final	x_re[1]	x_out_cordic[10]	0.24	9
layout by cell type, fill, tap and decap left out, types with 2 or more instances in the layout:
cell	count
clkdlybuf4s50_1	67
nor2_1	31
nand2_1	24
a21oi_1	24
buf_4	20
inv_1	19
o21ai_0	15
nor3_1	10
o221ai_1	9
mux2i_1	9
xnor2_1	8
a31oi_1	8
nor2b_1	7
a221oi_1	6
nor3b_1	6
a211oi_1	6
a21o_1	6
nand3_1	5
o22ai_1	5
mux2_2	5
a222oi_1	5
and3_1	5
ha_1	5
nor4_1	4
a22o_1	3
nor4_4	2
a32oi_1	2
a41oi_1	2
nand4_1	2
nand2b_1	2
xor2_1	2
o21a_1	2
or3_1	2
a22oi_1	2
o31ai_1	2
timing repair:
item                                    CTS  global route
hold endpoints to repair                  0             0
resized                                   0             2
endpoints found under the setup margin    0             2
where the power goes:
part | internal (mW) | switching (mW) | total (mW)
sequential | 0 | 0 | 0
combinational | 0.133 | 0.108 | 0.241
clock | 0 | 0 | 0
stage by stage:
stage               area [µm²]  util, %  instances
detailed placement        2714    37.22        455
global placement          2714    37.22        455
finish                    2721    37.32        455
global route              2721    37.32        455
CTS                       2714    37.22        455
floorplan                 2031        -        317
routing by layer:
metal	routed length (µm)	vias to the layer above
li1	-	1243
met3	467	4
met1	3459	1090
met2	3153	72
met4	55	0
met5	0	-
cell families (layout without fill, tap and decap cells):
kind of cell,after synthesis,in the layout,synth area share [%]
multiplexers,15,15,7.763
XOR/XNOR,10,10,4.313
AND-OR/OR-AND,107,107,36.78
buffers and inverters,68,107,16.70
AND/OR/NAND/NOR,111,111,30.75
adder cells (fa/ha/maj),6,6,3.697
critical path, cell delays in order:
cell             delay [ns]
clkdlybuf4s50_1        0.48
inv_1                  0.11
ha_1                   0.17
or4b_4                 0.49
nor3b_2                0.23
mux2_2                 0.35
a222oi_1               0.20
o21ai_0                0.17
clkdlybuf4s50_1        0.44
No activity file was given, so power comes from the tool's default toggle rates.
