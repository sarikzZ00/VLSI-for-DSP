<file path="/design/flow/design.v">
module cordic #(parameter MODE = 1) (
    input logic clk,
    input logic reset,
    input logic signed [15:0] x_in,
    input logic signed [15:0] y_in,
    input logic signed [17:0] z_in,
    input logic [2:0] quadrant_in,
    output logic signed [15:0] x_out,
    output logic signed [15:0] y_out,
    output logic signed [17:0] z_out,
    output logic [2:0] quadrant_out
);
    logic signed [17:0] arctan_LUT [14:0];
      assign arctan_LUT[0] = 12867;  
      assign arctan_LUT[1] = 7596;
      assign arctan_LUT[2] = 4013;   
      assign arctan_LUT[3] = 2037;   
      assign arctan_LUT[4] = 1022;  
      assign arctan_LUT[5] = 511;    
      assign arctan_LUT[6] = 255;   
      assign arctan_LUT[7] = 127;   
      assign arctan_LUT[8] = 63;    
      assign arctan_LUT[9] = 31;     
      assign arctan_LUT[10] = 15;   
      assign arctan_LUT[11] = 7;  
      assign arctan_LUT[12] = 3;     
      assign arctan_LUT[13] = 1;    
      assign arctan_LUT[14] = 0;    
    logic signed [17:0] x_comb [14:0];
    logic signed [17:0] y_comb [14:0];
    logic signed [17:0] z_comb [14:0];
    logic [2:0] quadrant_comb [14:0];
    logic signed [15:0] x_next [14:0];
    logic signed [15:0] y_next [14:0]; 
    logic signed [17:0] z_next [14:0];
    logic [2:0] quadrant_next [14:0];
    logic signed [1:0] sigma [14:0];
    logic signed [15:0] x_shift[14:0];
    logic signed [15:0] y_shift[14:0];
    always_comb begin   
        x_comb[0] = x_in;
        y_comb[0] = y_in;
        z_comb[0] = z_in;
        quadrant_comb[0] = quadrant_in;
        for (int i = 0; i < 15; i++) begin
            if (MODE == 0) begin  
                if (z_next[i] >= 0) begin 
                    sigma[i] = 1;
                end
                else sigma[i] = -1;
            end
            else begin  
                if (y_next[i] < 0) begin
                    sigma[i] = 1;
                end
                else sigma[i] = -1;
            end
            x_shift[i] = x_next[i] >>> i;
            y_shift[i] = y_next[i] >>> i;
            x_comb[i+1] = x_next[i] - sigma[i] * (y_shift[i]);
            y_comb[i+1] = y_next[i] + sigma[i] * (x_shift[i]);
            z_comb[i+1] = z_next[i] - sigma[i] * arctan_LUT[i];
            quadrant_comb[i+1] = quadrant_next[i];
        end
    end
    assign x_out = x_next[14];
    assign y_out = y_next[14];
    assign z_out = z_next[14];
    assign quadrant_out = quadrant_next[14];
    always_ff @(posedge clk) begin
        if (reset) begin
            for (int i = 0; i < 15; i++) begin
                x_next[i] <= 0;
                y_next[i] <= 0;
                z_next[i] <= 0;
            end
        end 
        else begin
            for (int i = 0; i < 15; i++) begin
                x_next[i] <= x_comb[i];
                y_next[i] <= y_comb[i];
                z_next[i] <= z_comb[i];
                quadrant_next[i] <= quadrant_comb[i];
            end
        end
    end
endmodule
</file>
<file path="/design/flow/config.mk">
export PLATFORM = sky130hd
export DESIGN_NAME = cordic
export DESIGN_NICKNAME = cordic
export VERILOG_FILES = /design/flow/design.v
export SDC_FILE = /design/flow/constraint.sdc
export NUM_CORES = 4
export LEC_CHECK = 1
export CORE_UTILIZATION = 50
</file>
<file path="/design/flow/constraint.sdc">
current_design cordic

set clk_period 7.6
set clk_io_pct 0.2

create_clock -name clk0 -period $clk_period [get_ports {clk}]

set non_clock_inputs [all_inputs -no_clocks]
set_input_delay [expr $clk_period * $clk_io_pct] -clock clk0 $non_clock_inputs
set_output_delay [expr $clk_period * $clk_io_pct] -clock clk0 [all_outputs]
</file>
<file path="/design/flow/run.sh">
#!/bin/bash
# OpenROAD 26Q1-2900-gdf79404cd8, Yosys 0.63+post, stock flow scripts
make -C /OpenROAD-flow-scripts/flow DESIGN_CONFIG=/design/flow/config.mk WORK_HOME=/design/flow/orfs finish
</file>
==> notes.md <==
flow finished, numbers: Hold Violations, Final 0, ANT nets after route 0, slowest CP cell fa_1, Max Slew Vio Count 0, OpenROAD warning count 39, Layout fillers between 10000 and 15000, Mean Syn Cell Area between 8 and 9 sq um, Core Area around 120000 sq um, grt ovf 0, area post-placement about 65000 sq um, Setup crit start kind register, CTS H-tree depth 3, slowest stage delay, CP between 500 and 600 ps, fmax approximately 260 MHz, post-DP HPWL around 100000 microns, Final TNS setup 0 ps, Synth cell types just under 90, total number of vias about 47000, Crit path top cell by count inv_1, Top cell excl fill/tap ha_1, hold buffers post-CTS 0, DRC violations left 0, Post-synth EDFFs ~45, Boundary Pins around 110, Cells after DPL a little under 9000, Post-synth area hogs dfxtp_1 (24%), ha_1 (19%), fa_1 (8.4%), inv_1 (5.7%), nor2_1 (5.6%), clk_skew about 62 ps, routability cong. slightly below 0.9, Setup WS pre-CTS roughly 3500 ps, register share after synthesis 26.10%, chip height about 360 microns, Reg clk slew, reported paths ~60 ps, hold slack a little under 400 ps, CP arrival 4430 ps, 1st-pass router iterations 23, Die X approximately 360 microns, post_cts resized 0, total track usage 21.07%, max cap viols 0, largest net degree at the start of global routing roughly 140, Netlist Area Pre-Place roughly 63000 sq um, Post-Synthesis Cells approximately 7300, outcome completed, drt wl/cell about 14 microns, Sink Count around 800, Yosys reg bits 795, Dominant Register Cell dfxtp_1, die footprint roughly 130000 sq um, # diodes 0, Relative slew margins 42.95%, buffer and inverter count on the worst path 3, share of cells above drive strength 1 between 3 and 4%, crit path max fanout 30, Setup CP Type reg -> reg, Root Buffer clkbuf_16, yosys warning tally 13, period utilisation layout roughly 51%, CTS buffer count approximately 95, ys async rst share 0%, Setup Fix Bufs, Post-CTS 0, CTS tree done, worst hold path class reg -> reg, most frequent logic cells in the routed design ha_1 (956), inv_1 (947), nor2_1 (930), cell family with most CP delay AND-OR/OR-AND gates, vias in the first global route 45030, CP Capture Type register, fp util 50.53%, yosys cell count ~7300, Final Non-Filler Cells around 9000, Area Overhead vs Synth 9.341%, clk buf depth 3, cell area after layout between 60000 and 70000 sq um, insertion delay to the later sink of the worst-skew pair 720 ps, DR iter-0 viols roughly 2100, final setup margin about 3700 ps, Worst EP required approximately 8000 ps, I/O Buffers around 110, wirelength, routed approximately 130000 microns, first-pass GRT wire length ~220000 microns, antenna violations before repair 0, Synth area leader dfxtp_1, Final setup viols 0, RSZ-0062 raised after global routing false, row count about 130, vias per cell about 5.2, Top cell area share a little under a quarter, crit path cell chain buf_4, inv_1, nand2_1, fa_1, inv_1, ha_1, o21ai_1, a21oi_1, a41o_1, o41a_1, o311ai_1, or4_1, nand3_1, Tmin final slightly below 4000 ps, Slew @ Worst Pin between 800 and 900 ps, Chip Area, Yosys roughly 63000 sq um
layer usage:
| layer | routed length, microns | GRT usage (%) | share of wire, % | vias up |
|---|---|---|---|---|
| met1 | 60890 | 31.47 | 48 | 21920 |
| met4 | 2337 | 3.485 | 1.8 | 0 |
| met2 | 58590 | 33.93 | 46 | 540 |
| li1 | - | - | - | 24820 |
| met5 | 0 | 0 | 0 | - |
| met3 | 4753 | 3.110 | 3.8 | 143 |
sequential cells by signal, indices dropped and copies added (netlist names):
register and cells:
x_next 240, z_next 270, quadrant_next 45, y_next 240
worst paths after layout:
path	start	endpoint	slack, ps	depth (start not counted)
max reg2reg	y_next[3][15]	y_next[4][15]	3710	13
min reg2reg	quadrant_next[13][1]	quadrant_next[14][1]	390	0
max	y_next[3][15]	y_next[4][15]	3710	13
min	quadrant_next[13][1]	quadrant_next[14][1]	390	0
cell type report:
type	count	area, sq um	share of cell area, %
multi-input cells	5369	42030	61.30
flip-flops and latches	795	16370	23.87
inverters	950	3571	5.208
clock buffers	125	2620	3.821
well taps	1637	2048	2.987
repair buffers	134	1291	1.883
clock inverters	48	640.6	0.9342
synth_stat cells, types with 23 or more instances:
master	count
a211oi_1	59
a21o_1	228
a21oi_1	408
a31oi_1	68
and2_1	24
and3_1	54
clkbuf_1	193
dfxtp_1	750
edfxtp_1	45
fa_1	264
ha_1	956
inv_1	948
mux2_2	38
mux2i_1	23
nand2_1	275
nand2b_1	100
nand3_1	91
nand4_1	39
nor2_1	930
nor2b_1	229
nor3_1	146
nor3b_1	33
nor4_1	23
o211ai_1	36
o21a_1	102
o21ai_0	247
o21ai_1	46
o21bai_1	45
o31a_1	33
o31ai_1	31
or2_2	38
or3_1	35
xnor2_1	280
xor2_1	202
cells by family after synthesis:
| family | count (synthesis) | share of synthesized area [%] |
|---|---|---|
| adder cells (fa/ha/maj) | 1220 | 27.50 |
| AND-OR/OR-AND | 1506 | 15.73 |
| buffers and inverters | 1156 | 6.919 |
| multiplexers | 76 | 1.319 |
| AND/OR/NAND/NOR | 2077 | 15.70 |
| XOR/XNOR | 482 | 6.732 |
| flip-flops | 795 | 26.10 |
| other | 1 | 0.005980 |
through the flow:
step	utilization (%)
after detailed placement	52.62
after CTS	55.25
after global routing	55.25
after global placement	52.62
final	55.25
after floorplan	-
