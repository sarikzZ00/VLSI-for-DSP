[flow/config.mk]
export PLATFORM = sky130hd
export DESIGN_NAME = delta_phase
export DESIGN_NICKNAME = delta_phase
export VERILOG_FILES = /design/flow/design.v
export SDC_FILE = /design/flow/constraint.sdc
export NUM_CORES = 4
export LEC_CHECK = 1
export CORE_AREA = 10 10 105 105
export DIE_AREA = 0 0 115 115
[flow/constraint.sdc]
current_design delta_phase

set clk_period 9.5
set clk_io_pct 0.2

create_clock -name clk0 -period $clk_period [get_ports {clk}]

set non_clock_inputs [all_inputs -no_clocks]
set_input_delay [expr $clk_period * $clk_io_pct] -clock clk0 $non_clock_inputs
set_output_delay [expr $clk_period * $clk_io_pct] -clock clk0 [all_outputs]
[flow/design.v]
module delta_phase (
    input clk, reset,
    input logic signed [17:0] theta,
    output logic signed [17:0] delta_theta
);
logic signed [17:0] theta_prev;
always_ff @(posedge clk) begin
    if (reset) begin
        theta_prev <= 0;
        delta_theta <= 0;
    end
    else begin
        delta_theta <= theta - theta_prev;
        theta_prev <= theta;
    end
end
endmodule
[flow/run.sh]
#!/bin/bash
# OpenROAD 26Q1-2900-gdf79404cd8, Yosys 0.63+post, stock flow scripts
make -C /OpenROAD-flow-scripts/flow DESIGN_CONFIG=/design/flow/config.mk WORK_HOME=/design/flow/orfs finish
==> flow_summary.html <==
<h3>Run summary</h3>
<table>
<tr><th>Metric</th><th>Value</th></tr>
<tr><th colspan="2">Yosys</th></tr>
<tr><td>Chip area estimate from yosys synthesis</td><td>0.00183 sq mm</td></tr>
<tr><td>Mux frac, synth</td><td>1.23%</td></tr>
<tr><td>Synthesized registers</td><td>36</td></tr>
<tr><td>Dominant non-sequential cell family after synthesis</td><td>AND-OR/OR-AND gates</td></tr>
<tr><td>Aoi/oai-family share of the synthesized area</td><td>18.3%</td></tr>
<tr><td>Netlist Area Pre-Place</td><td>0.00183 sq mm</td></tr>
<tr><td>Post-Synth XOR/XNOR Area</td><td>5.26%</td></tr>
<tr><td>Synth warnings</td><td>1</td></tr>
<tr><td>Area fraction in and, or, nand and nor cells</td><td>17.7%</td></tr>
<tr><td>Cell Type Count</td><td>42</td></tr>
<tr><td>Portion of the post-synthesis area used by sequential elements</td><td>39.3%</td></tr>
<tr><td>Mean cell area of the mapped netlist</td><td>9.21 sq um</td></tr>
<tr><td>Fraction of the mapped netlist area in adder cells</td><td>12.7%</td></tr>
<tr><td>Number of cells in the yosys synthesis report</td><td>199</td></tr>
<tr><td>Number of cells produced by synthesis</td><td>199</td></tr>
<tr><th colspan="2">Clock network</th></tr>
<tr><td>Number of buffers inserted during clock tree synthesis</td><td>5</td></tr>
<tr><td>Count of hold-fix buffers inserted at cts</td><td>0</td></tr>
<tr><td>CTS root buffer</td><td>sky130_fd_sc_hd__clkbuf_8</td></tr>
<tr><td>Setup bufs post-CTS</td><td>0</td></tr>
<tr><td>Clock tree from TritonCTS</td><td>done</td></tr>
<tr><td>Clk sink count</td><td>36</td></tr>
<tr><td>H-tree lvl count</td><td>2</td></tr>
<tr><td>CTS clk-pin slew, worst paths</td><td>0.07 ns</td></tr>
<tr><td>Number of buffers on the longest clock path</td><td>2</td></tr>
<tr><td>Clock insertion delay at the later pin of the skew report</td><td>0.28 ns</td></tr>
<tr><td>Post_cts resized</td><td>0</td></tr>
<tr><th colspan="2">STA</th></tr>
<tr><td>Final worst clock skew</td><td>0.00812 ns</td></tr>
<tr><td>RSZ-0062 raised after global routing</td><td>no</td></tr>
<tr><td>Transition time at the pin with the least slew margin</td><td>0.377 ns</td></tr>
<tr><td>Sum of negative setup slack</td><td>0 ns</td></tr>
<tr><td>Top achievable clock speed</td><td>252 MHz</td></tr>
<tr><td>Setup-failing EPs final</td><td>0</td></tr>
<tr><td>Share of the clock period used by the worst path after layout</td><td>41.8%</td></tr>
<tr><td>Max transition margin</td><td>74.6%</td></tr>
<tr><td>Final count of pins violating max slew</td><td>0</td></tr>
<tr><td>Final count of hold timing violations</td><td>0</td></tr>
<tr><td>Final min period</td><td>3.98 ns</td></tr>
<tr><th colspan="2">Setup path</th></tr>
<tr><td>Setup crit end</td><td>delta_theta[10]</td></tr>
<tr><td>Largest fanout on the critical path</td><td>4</td></tr>
<tr><td>FF-to-FF End</td><td>delta_theta[10]</td></tr>
<tr><td>Crit path launch</td><td>theta[0]</td></tr>
<tr><td>Count of buffering cells on the critical path with inverters included</td><td>3</td></tr>
<tr><td>Depth of the worst register-to-register path</td><td>9</td></tr>
<tr><td>Startpoint of the lowest-slack register-to-register path</td><td>theta_prev[0]</td></tr>
<tr><td>Category of the worst setup path capture point</td><td>register</td></tr>
<tr><td>Library cell appearing most often on the critical path</td><td>sky130_fd_sc_hd__inv_1</td></tr>
<tr><td>List of cells traversed by the critical path</td><td>clkdlybuf4s50_1 -&gt; inv_1 -&gt; ha_1 -&gt; inv_1 -&gt; fa_1 -&gt; a21o_1 -&gt; a31o_4 -&gt; a31oi_4 -&gt; o21ai_0 -&gt; xnor2_1 -&gt; nor2_1</td></tr>
<tr><td>Worst reg-to-reg setup slack</td><td>7.32 ns</td></tr>
<tr><td>Worst Path Required</td><td>9.66 ns</td></tr>
<tr><td>Setup crit start kind</td><td>primary input</td></tr>
<tr><td>Critical Path Stages</td><td>11</td></tr>
<tr><td>Worst setup path category</td><td>in2reg</td></tr>
<tr><td>Peak per-stage delay on the critical path</td><td>0.41 ns</td></tr>
<tr><td>Top delay family on crit path</td><td>AND-OR/OR-AND gates</td></tr>
<tr><td>CP arrival</td><td>4.14 ns</td></tr>
<tr><td>Critical path's slowest cell</td><td>sky130_fd_sc_hd__fa_1</td></tr>
<tr><th colspan="2">GRT</th></tr>
<tr><td>Aggregate global-route resource usage</td><td>6.17%</td></tr>
<tr><td>Wire length of the first global-routing pass</td><td>6750 um</td></tr>
<tr><td>Vias in the first global route</td><td>1,424</td></tr>
<tr><td>Maximum number of pins on one net before global-route repair</td><td>39</td></tr>
<tr><td>Total congestion overflow after global routing</td><td>0</td></tr>
<tr><td>Antenna violations before repair</td><td>0</td></tr>
<tr><th colspan="2">Layout</th></tr>
<tr><td>Share of final-layout standard cells stronger than drive strength 1</td><td>6.25%</td></tr>
<tr><td>Final Instance Area</td><td>0.00245 sq mm</td></tr>
<tr><td>Layout overhead on the synthesized area</td><td>33.4%</td></tr>
<tr><td>Final design utilization</td><td>27.9%</td></tr>
<tr><td>Fillcell total</td><td>925</td></tr>
<tr><th colspan="2">Floorplanning</th></tr>
<tr><td>Core Density at Floorplan</td><td>20.9%</td></tr>
<tr><td>Area of the die</td><td>0.0132 sq mm</td></tr>
<tr><td>Standard cell core area</td><td>0.00876 sq mm</td></tr>
<tr><td>Die outline height</td><td>115 um</td></tr>
<tr><td>Horiz. Die Dim</td><td>115 um</td></tr>
<tr><td>Number of I/O pins</td><td>38</td></tr>
<tr><td>Standard-cell rows</td><td>34</td></tr>
<tr><th colspan="2">Routing</th></tr>
<tr><td>Antenna diode count</td><td>0</td></tr>
<tr><td>Vias/cell</td><td>4.14</td></tr>
<tr><td>Aggregate routed wire length</td><td>4000 um</td></tr>
<tr><td>Vias after detailed routing</td><td>1,439</td></tr>
<tr><td>Routed wire length per instance</td><td>11.5 um</td></tr>
<tr><td>Final ANT Viol Nets</td><td>0</td></tr>
<tr><td>Drt first pass iters</td><td>4</td></tr>
<tr><td>DRC violations left</td><td>0</td></tr>
<tr><td>DRT iter0 DRCs</td><td>62</td></tr>
<tr><th colspan="2">Power</th></tr>
<tr><td>Total power after layout</td><td>0.411 mW</td></tr>
<tr><td>Pleak</td><td>1.00 nW</td></tr>
<tr><td>Areal power density over the cells</td><td>168 mW/mm^2</td></tr>
<tr><td>Largest voltage drop on the vdd net</td><td>0.0623 mV</td></tr>
<tr><th colspan="2">Job</th></tr>
<tr><td>Max-capacitance violation count</td><td>0</td></tr>
<tr><td>Total number of warnings across the stage logs</td><td>25</td></tr>
<tr><th colspan="2">Min path</th></tr>
<tr><td>Cell count of the worst hold path</td><td>2</td></tr>
<tr><td>Path category of the worst min-delay check</td><td>reg2reg</td></tr>
<tr><th colspan="2">Placement</th></tr>
<tr><td>RD Place Congestion</td><td>0.820</td></tr>
<tr><td>Port bufs</td><td>37</td></tr>
<tr><td>Cell Area, Placed</td><td>0.00232 sq mm</td></tr>
<tr><td>Dpl hpwl</td><td>3110 um</td></tr>
<tr><th colspan="2">Outcome</th></tr>
<tr><td>Outcome</td><td>completed</td></tr>
</table>
==> where the power goes <==
| group | total, mW | leakage (nW) | switching (mW) | internal (mW) |
|---|---|---|---|---|
| combinational | 0.0970 | 0.636 | 0.0425 | 0.0545 |
| clock | 0.145 | 0.0645 | 0.0529 | 0.0926 |
| sequential | 0.169 | 0.300 | 0.00393 | 0.165 |
| total | 0.411 | 1.00 | 0.0993 | 0.312 |
==> final cells by class <==
cell class | instances | area [sq um] | share of cell area, %
timing repair buffer | 38 | 378 | 15.4
clock inverter | 1 | 30.0 | 1.23
inverter | 20 | 75.1 | 3.07
tap | 108 | 135 | 5.52
sequential | 36 | 721 | 29.5
multi-input combinational | 138 | 1010 | 41.3
clock buffer | 7 | 96.3 | 3.94
==> worst min-delay path by stage <==
stage                  from             end  slack (ns)
finish        theta_prev[0]  delta_theta[0]        0.50
global route  theta_prev[0]  delta_theta[0]        0.53
CTS           theta_prev[0]  delta_theta[0]        0.50
==> layer usage <==
metal | share of wire [%] | routed length [um] | GRT usage [%]
met4 | 0.43 | 17 | 0.660
met5 | 0 | 0 | 0
met1 | 49 | 1960 | 8.61
met3 | 9.4 | 374 | 2.69
met2 | 41 | 1640 | 8.97
==> layout by cell type (no fill, tap or decap), types with 3 or more instances in the layout <==
cell type                         count
sky130_fd_sc_hd__clkbuf_8             7
sky130_fd_sc_hd__nand2_1              8
sky130_fd_sc_hd__nor2b_1             22
sky130_fd_sc_hd__a21o_1               8
sky130_fd_sc_hd__clkdlybuf4s50_1     37
sky130_fd_sc_hd__nor3_1               3
sky130_fd_sc_hd__o21a_1               5
sky130_fd_sc_hd__a21oi_1             10
sky130_fd_sc_hd__o21ai_0              4
sky130_fd_sc_hd__nand3_1              3
sky130_fd_sc_hd__xor2_1               4
sky130_fd_sc_hd__ha_1                17
sky130_fd_sc_hd__inv_1               20
sky130_fd_sc_hd__dfxtp_1             36
sky130_fd_sc_hd__nor2_1              19
sky130_fd_sc_hd__xnor2_1              7
==> flip-flops by register name, summed over array words and instances (netlist names) <==
name         count
delta_theta     18
theta_prev      18
==> metrics by stage <==
step | instances | hold WS (ns) | setup slack, ns
floorplan | 199 | 0.478 | 5.82
global placement | 340 | 0.485 | 5.31
detailed placement | 340 | 0.501 | 5.26
CTS | 348 | 0.503 | 5.55
global route | 348 | 0.535 | 5.43
finish | 348 | 0.499 | 5.52
==> cell families (layout without fill, tap and decap cells) <==
kind of cell | after synthesis | in the layout
flops | 36 | 36
xor+xnor | 11 | 11
compound gates | 45 | 45
buf+inv | 25 | 66
fa+ha+maj | 18 | 18
simple gates | 62 | 62
mux | 2 | 2
==> cell usage after synthesis <==
library cell | instances | area [sq um]
sky130_fd_sc_hd__buf_6 | 1 | 11.3
sky130_fd_sc_hd__a21boi_1 | 1 | 7.51
sky130_fd_sc_hd__a21oi_2 | 1 | 8.76
sky130_fd_sc_hd__a21o_1 | 8 | 60.1
sky130_fd_sc_hd__o21ai_0 | 4 | 20.0
sky130_fd_sc_hd__and3_1 | 1 | 6.26
sky130_fd_sc_hd__o21ai_2 | 1 | 8.76
sky130_fd_sc_hd__nor2_1 | 19 | 71.3
sky130_fd_sc_hd__nor3_1 | 3 | 15.0
sky130_fd_sc_hd__a211oi_1 | 2 | 15.0
sky130_fd_sc_hd__a21boi_0 | 1 | 7.51
sky130_fd_sc_hd__a31oi_4 | 1 | 21.3
sky130_fd_sc_hd__a211o_1 | 2 | 17.5
sky130_fd_sc_hd__nand4_1 | 1 | 6.26
sky130_fd_sc_hd__fa_1 | 1 | 20.0
sky130_fd_sc_hd__a31o_4 | 1 | 17.5
sky130_fd_sc_hd__dfxtp_1 | 36 | 721
sky130_fd_sc_hd__and2_1 | 1 | 6.26
sky130_fd_sc_hd__a221oi_1 | 1 | 8.76
sky130_fd_sc_hd__nand3_1 | 3 | 15.0
sky130_fd_sc_hd__a21oi_1 | 10 | 50.1
sky130_fd_sc_hd__nor3b_1 | 1 | 7.51
sky130_fd_sc_hd__o21bai_1 | 1 | 7.51
sky130_fd_sc_hd__buf_1 | 1 | 3.75
sky130_fd_sc_hd__nand2_1 | 8 | 30.0
sky130_fd_sc_hd__xnor2_1 | 7 | 61.3
sky130_fd_sc_hd__a221o_1 | 1 | 10.0
sky130_fd_sc_hd__o21a_1 | 5 | 37.5
sky130_fd_sc_hd__xor2_1 | 4 | 35.0
sky130_fd_sc_hd__o31ai_1 | 1 | 7.51
sky130_fd_sc_hd__o2111ai_1 | 1 | 8.76
sky130_fd_sc_hd__a31o_1 | 1 | 8.76
sky130_fd_sc_hd__nor2b_1 | 22 | 138
sky130_fd_sc_hd__inv_1 | 20 | 75.1
sky130_fd_sc_hd__o211ai_1 | 1 | 7.51
sky130_fd_sc_hd__clkbuf_1 | 3 | 11.3
sky130_fd_sc_hd__nor3_2 | 1 | 10.0
sky130_fd_sc_hd__o21ai_1 | 1 | 5.00
sky130_fd_sc_hd__ha_1 | 17 | 213
sky130_fd_sc_hd__nand2b_1 | 1 | 6.26
sky130_fd_sc_hd__mux2_1 | 2 | 22.5
sky130_fd_sc_hd__nor3b_2 | 1 | 12.5
==> tightest hold or removal path, cell delays in order, from the launching register on <==
cell                      delay (ns)
sky130_fd_sc_hd__dfxtp_1        0.31
sky130_fd_sc_hd__ha_1           0.11
sky130_fd_sc_hd__nor2_1         0.04
Power figures rest on the tool's default switching activity, not on a simulated workload.
